`/design/flow/design.v`:
```
module matrix_transpose_3x3 #(
    parameter M = 3,
    parameter P = 3,
    parameter DATA_WIDTH = 32
)(
    input  wire clk,
    input  wire rst,
    input  wire start,
    input  wire signed [DATA_WIDTH-1:0] a_in,
    input  wire [3:0] a_addr,  
    input  wire a_wen,
    output reg signed [DATA_WIDTH-1:0] c_out,
    output reg c_valid,
    output reg done,
    output reg [3:0] i_count_out  
);
    localparam MAT_SIZE = M*P;
    reg signed [DATA_WIDTH-1:0] A [0:MAT_SIZE-1];
    reg [1:0] row;  
    reg [1:0] col;  
    localparam S_IDLE    = 0;
    localparam S_OUTPUT  = 1;
    localparam S_DONE    = 2;
    reg [1:0] state;
    wire signed [DATA_WIDTH-1:0] result;
    assign result = $signed(A[col*M + row]);  
    always @(posedge clk) begin
        if (a_wen) A[a_addr] <= a_in;
    end
    always @(posedge clk) begin
        if (rst) begin
            i_count_out <= 0;
        end else if (state == S_OUTPUT) begin
             i_count_out <= (row * P + col);
        end
    end
    always @(posedge clk or posedge rst) begin
        if (rst) begin
            state <= S_IDLE;
            row <= 0;
            col <= 0;
            c_valid <= 0;
            done <= 0;
            c_out <= 0;
        end else begin
            c_valid <= 0;  
            done <= 0;     
            case (state)
                S_IDLE: begin
                    if (start) begin
                        row <= 0;
                        col <= 0;
                        state <= S_OUTPUT;
                    end
                end
                S_OUTPUT: begin
                    c_out <= result;
                    c_valid <= 1; 
                    if (col == P-1) begin
                        col <= 0;
                        if (row == M-1) begin
                            state <= S_DONE;  
                        end else begin
                            row <= row + 1;
                            state <= S_OUTPUT;  
                        end
                    end else begin
                        col <= col + 1;
                        state <= S_OUTPUT;  
                    end
                end
                S_DONE: begin
                    done <= 1;
                    state <= S_IDLE;
                end
                default: state <= S_IDLE;
            endcase
        end
    end
endmodule
```
`/design/flow/run.sh`:
```
#!/bin/bash
# OpenROAD 26Q1-2900-gdf79404cd8, Yosys 0.63+post, stock flow scripts
make -C /OpenROAD-flow-scripts/flow DESIGN_CONFIG=/design/flow/config.mk WORK_HOME=/design/flow/orfs finish
```
`/design/flow/config.mk`:
```
export PLATFORM = sky130hd
export DESIGN_NAME = matrix_transpose_3x3
export DESIGN_NICKNAME = matrix_transpose_3x3
export VERILOG_FILES = /design/flow/design.v
export SDC_FILE = /design/flow/constraint.sdc
export NUM_CORES = 4
export LEC_CHECK = 1
export CORE_UTILIZATION = 30
```
`/design/flow/constraint.sdc`:
```
current_design matrix_transpose_3x3

set clk_period 12.0
set clk_io_pct 0.2

create_clock -name clk0 -period $clk_period [get_ports {clk}]

set non_clock_inputs [all_inputs -no_clocks]
set_input_delay [expr $clk_period * $clk_io_pct] -clock clk0 $non_clock_inputs
set_output_delay [expr $clk_period * $clk_io_pct] -clock clk0 [all_outputs]
```
==> impl_metrics.json <==
{
  "ys_cells": 759,
  "slew_viol_final": 0,
  "gp_congestion": 0.749,
  "numPortBuffers": 77,
  "cap_violations": 0,
  "clk_latency_ns": 0.52,
  "wl_per_cell_um": 17.4,
  "grt_remaining_overflow": 0,
  "core_um2": 42300,
  "finClkSkew_ns": 0.0165,
  "diodes": 0,
  "cts_root_buffer": "clkbuf_16",
  "fp-utilization": 0.306,
  "postSynthAreaPerCell_um2": 17.1,
  "ys_area_um2": 13000,
  "setup_viol": 0,
  "finalWirelength_um": 25300,
  "dp_slack_ns": 7.52,
  "fin_crit_ns": 3.96,
  "synth-xor-area-share": 0,
  "nFillCells": 3871,
  "vias": 6666,
  "yosys.stat.seqShare": 0.752,
  "start_kind": "input port",
  "drive_gt1_frac": 0.105,
  "p_leak_nw": 5.01,
  "syn_to_final_growth_pct": 20.3,
  "r2r_start": "row[1]$_DFFE_PP0P_",
  "grt_max_degree": 48,
  "drc": 0,
  "numClockSinks": 333,
  "final_antenna_net_count": 0,
  "cts_max_path_buffers": 3,
  "top_level_ports": 78,
  "reg2reg_slack_ns": 8.93,
  "vdd_drop_max_mv": 0.0891,
  "tool_warnings": 28,
  "yosysUniqueCellTypes": 34,
  "hpwl_um": 14300,
  "adder_share": 0.0129,
  "setup_tns_ns": 0,
  "dr.first_iter.drc_count": 487,
  "period_used_share": 0.330,
  "cp.required_ns": 12.14,
  "clock.fmax_mhz": 253,
  "hp-start": "state[1]$_DFF_PP0_",
  "power_density_nw_per_um2": 158,
  "hold_class": "register to register",
  "cts_setup_buffers": 0,
  "mi_logic_area_um2": 2940,
  "synthMuxAreaShare": 0.103,
  "holdBufCountCts": 0,
  "top_logic_kind": "multiplexers",
  "drt-vias-per-instance": 4.58,
  "ff_latch_area_um2": 9760,
  "synthCells": 759,
  "synth_area_um2": 13000,
  "worstMarginPinSlew_ns": 0.779,
  "core.rowCount": 75,
  "compound_area_frac": 0.0676,
  "reg2reg_depth": 8,
  "die_h_um": 210,
  "simple_gate_share": 0.0374,
  "critPathMaxFanout": 32,
  "ys_ff": 333,
  "rsz0062_at_grt": "no",
  "power_w": 0.00246,
  "status": "finished, final reports clean",
  "grt_pass1_vias": 6968,
  "layout_setup_ws_ns": 8.04,
  "crit_path_end_kind": "register",
  "yosys_warnings": 1,
  "utilization": 0.368,
  "finalHoldViolCount": 0,
  "min_to": "done$_DFF_PP0_",
  "grt_usage": 0.124,
  "cp.arrival_ns": 4.10,
  "drtPass1Iterations": 4,
  "die_area_um2": 44100,
  "r2r_end": "c_out[12]$_DFFE_PP0P_",
  "dieWidth_um": 210,
  "cts.clk_slew.worst_paths_ns": 0.06,
  "numCtsBuffers": 35,
  "grt_pass1_wl_um": 39700,
  "cts-htree-levels": 2,
  "worstSetupPathType": "input port to register",
  "antenna_found_initial": 0,
  "hold_depth": 0,
  "cts_resized": 0,
  "maxSlewHeadroom": 0.481,
  "cts_tree": "yes"
}
==> worst max path at each step <==
stage | from | to | slack, ns | depth (start not counted)
4_1_cts | a_wen | A[0][24]$_DFFE_PP_ | 8.05 | 4
6_report | a_wen | A[0][24]$_DFFE_PP_ | 8.04 | 4
5_1_grt | a_wen | A[0][28]$_DFFE_PP_ | 7.97 | 4
==> worst max-delay path, stage by stage <==
cell and delay, ns:
clkdlybuf4s50_1 0.50, or3b_2 0.57, nor3_2 0.14, buf_4 0.48
==> metal layers <==
layer / share of wire / track usage / routed length, um
met5: 0 / 0 / 0
met4: 0.015 / 0.0196 / 385
met3: 0.089 / 0.0585 / 2240
met2: 0.46 / 0.186 / 11600
met1: 0.44 / 0.177 / 11100
==> cells in the mapped netlist <==
library cell  instances  area, um2
edfxtp_1            288       8650
mux2i_1             133       1330
a22oi_1              65        488
dfrtp_1              40       1000
nand2_1              36        135
nor2b_1              34        213
o21ai_1              33        165
a21oi_1              31        155
clkbuf_1             16       60.1
nor2_1               11       41.3
buf_2                 9       45.0
buf_6                 7       78.8
ha_1                  7       87.6
inv_1                 7       26.3
buf_12                6        120
nand2b_1              5       31.3
dfxtp_1               4       80.1
fa_1                  4       80.1
a22o_1                3       26.3
nor3_1                3       15.0
o21ai_0               3       15.0
a32o_1                2       20.0
a21o_1                1       7.51
and2_1                1       6.26
and2b_1               1       7.51
and3_1                1       6.26
buf_1                 1       3.75
buf_4                 1       7.51
clkbuf_4              1       7.51
dfstp_2               1       26.3
nand3b_1              1       7.51
nor3b_1               1       7.51
nor4_1                1       6.26
or3b_2                1       8.76
==> stage by stage <==
| stage | hold WS [ns] | cell area [um2] | std cells |
|---|---|---|---|
| finish | 0.389 | 15600 | 1456 |
| global route | 0.412 | 15600 | 1456 |
| CTS | 0.393 | 15600 | 1456 |
| detailed placement | 0.378 | 14400 | 1392 |
| global placement | 0.377 | 14400 | 1392 |
| floorplan | 0.346 | 13000 | 759 |
==> power by group <==
part           internal (W)  switching (W)
logic             0.0000170      0.0000307
clock network      0.000690       0.000436
registers           0.00128     0.00000404
==> cell type report <==
type	count	share of cell area
clock buffers	41	0.0596
clock inverters	23	0.0190
inverters	7	0.00168
multi-input cells	378	0.189
flip-flops and latches	333	0.626
well taps	577	0.0463
repair buffers	97	0.0590
==> cells in the final DEF, fill, tap and decap left out, types with 20 or more instances in the layout <==
| cell type | synthesis | layout |
|---|---|---|
| clkdlybuf4s50_1 | 0 | 77 |
| mux2i_1 | 133 | 133 |
| clkbuf_16 | 0 | 36 |
| nand2_1 | 36 | 36 |
| buf_4 | 1 | 20 |
| edfxtp_1 | 288 | 288 |
| a22oi_1 | 65 | 65 |
| dfrtp_1 | 40 | 39 |
| nor2b_1 | 34 | 32 |
| a21oi_1 | 31 | 31 |
| o21ai_1 | 33 | 33 |
==> sequential cells by signal, summed over array words and instances, names as in the netlist <==
name,count
c_valid,1
state,3
done,1
row,2
col,2
i_count_out,4
A,288
c_out,32
==> cells by family after synthesis <==
logic type / after synthesis
and+or+nand+nor: 96
muxes: 133
AOI/OAI and AO/OA: 138
buffers and inverters: 48
DFF: 333
adders and majority gates: 11
No activity file was given, so power comes from the tool's default toggle rates.
